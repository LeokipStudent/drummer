### flow/design.v
`timescale 1ns / 1ps
 module volume_shaper(
input logic clk,
input logic reset,
input logic start,  
input logic [7:0] attack_step_value,  
input logic [7:0] decay_step_value,   
input logic [7:0] sustain_level,  
input logic [7:0] release_step_value,   
input logic [7:0] sustain_time,  
output logic [3:0] envelope,
output logic adsr_idle
    );
    localparam MAX = 8'hFF
	 ;
    localparam BYPASS = 8'hff;
    localparam ZERO = 8'h00;
    typedef enum {idle, launch, attack, decay, sustain, rel} state_type;
    state_type state_reg;
    state_type state_next;
    logic [7:0] amplitude_counter_reg;
    logic [7:0] amplitude_counter_next;
    logic [7:0] sustain_time_reg;
    logic [7:0] sustain_time_next;
    logic [7:0] n_tmp;
    logic fsm_idle;
    logic [7:0] envelope_i;
    always_ff @(posedge clk, posedge reset)
    begin
        if(reset) 
          begin
            state_reg <= idle;
            amplitude_counter_reg <= 8'b0;
            sustain_time_reg <= 8'b0;
          end
         else
         begin
            state_reg <= state_next;
            amplitude_counter_reg <= amplitude_counter_next;
            sustain_time_reg <= sustain_time_next;
         end
    end
    always_comb
    begin
    state_next = state_reg;
    amplitude_counter_next = amplitude_counter_reg;
    sustain_time_next = sustain_time_reg;
    fsm_idle = 1'b0;        
    n_tmp = amplitude_counter_reg;   
        case (state_reg)         
            idle: begin
                fsm_idle = 1'b1;
                if (start) begin
                    state_next = launch;
                  end
              end
            launch: begin
                state_next = attack;
                amplitude_counter_next = 8'b0;
              end  
            attack: begin
                if(start) begin
                    state_next = launch;
                end else begin
                    n_tmp = amplitude_counter_reg + attack_step_value;
                    if (n_tmp < MAX) begin
                        amplitude_counter_next = n_tmp;
                    end else begin
                        state_next = decay;
                    end
                 end
              end
            decay: begin
                if (start) begin
                    state_next = launch;
                end else begin
                    n_tmp = amplitude_counter_reg - decay_step_value;
                    if(n_tmp > sustain_level) begin
                        amplitude_counter_next = n_tmp;
                    end else begin
                        amplitude_counter_next = sustain_level;
                        state_next = sustain;
                        sustain_time_next = 8'b0;   
                    end
                 end
              end              
            sustain: begin
                if (start) begin
                    state_next = launch;
                end else begin
                    if(sustain_time_reg < sustain_time) begin
                        sustain_time_next = sustain_time_next + 1;
                    end else begin
                        state_next = rel;
                    end
                 end
              end              
             default: begin
                if (start) begin
                    state_next = launch;
                  end else begin
                    if(amplitude_counter_reg > release_step_value) begin
                        amplitude_counter_next = amplitude_counter_reg - release_step_value;
                    end else begin
                        state_next = idle;
                    end
                  end
               end    
        endcase
    end
    assign adsr_idle = fsm_idle;
assign envelope_i = 8'((attack_step_value == BYPASS) ? MAX :
                       (attack_step_value == ZERO) ? 8'h00 :
                       amplitude_counter_reg);
    assign envelope = {1'b0, envelope_i[7:5]};
endmodule
### flow/run.sh
#!/bin/bash
# OpenROAD 26Q1-2900-gdf79404cd8, Yosys 0.63+post, stock flow scripts
make -C /OpenROAD-flow-scripts/flow DESIGN_CONFIG=/design/flow/config.mk WORK_HOME=/design/flow/orfs finish
### flow/config.mk
export PLATFORM = sky130hd
export DESIGN_NAME = volume_shaper
export DESIGN_NICKNAME = volume_shaper
export VERILOG_FILES = /design/flow/design.v
export SDC_FILE = /design/flow/constraint.sdc
export NUM_CORES = 4
export LEC_CHECK = 1
export CORE_UTILIZATION = 40
### flow/constraint.sdc
current_design volume_shaper

set clk_period 5.5
set clk_io_pct 0.2

create_clock -name clk0 -period $clk_period [get_ports {clk}]

set non_clock_inputs [all_inputs -no_clocks]
set_input_delay [expr $clk_period * $clk_io_pct] -clock clk0 $non_clock_inputs
set_output_delay [expr $clk_period * $clk_io_pct] -clock clk0 [all_outputs]
==> impl_metrics.py <==
# Metrics from the implementation run
metrics = {
    "outcome": {
        "status": "completed",
    },
    "power_and_ir_drop": {
        "intPower_mw": 0.839,
        "p_per_area_nw_per_um2": 479,
        "combinationalPowerShare_pct": 75.8,
        "switching_share_pct": 47.3,
        "clockPowerShare_pct": 6.4,
        "sequentialPowerShare_pct": 17.7,
        "finalPower_mw": 1.59,
        "ir_drop_mv": 0.242,
        "p_leak_nw": 1.56,
        "p_sw_mw": 0.752,
    },
    "synthesis": {
        "ys.flop_type": "dfrtp_1",
        "synth-async-reset-ratio_pct": 100,
        "synth-seq-cells": 22,
        "syn_avg_cell_area_sq_um": 8.71,
        "yosysUniqueCellTypes": 66,
        "synthCells": 314,
        "ys_area_sq_um": 2740,
        "edf_count": 0,
        "ys_cells": 314,
        "yosys_warnings": 1,
        "yosys.stat.seqShare_pct": 20.2,
        "synth.cell_area_sq_um": 2740,
    },
    "sta": {
        "setup_ws_ns": 0.673,
        "tightest_slew_ns": 0.790,
        "finClkSkew_ns": 0.00636,
        "rsz0062_at_grt": "false",
        "finalClockPeriodUsage_pct": 87.8,
        "max_freq_mhz": 207,
        "relSlewSlack_pct": 47.0,
        "hold_viol_final": 0,
        "period_minus_slack_ns": 4.83,
        "fin_setup_tns_ns": 0,
        "setup_viol": 0,
        "slew_viol_final": 0,
    },
    "worst_setup_path": {
        "critPathRequiredTime_ns": 5.64,
        "cp.arrival_ns": 4.96,
        "timing.rr.end": "amplitude_counter_reg[6]$_DFFE_PP0P_",
        "reg2reg_from": "amplitude_counter_reg[0]$_DFFE_PP0P_",
        "path_max_fanout": 12,
        "rr_worst_depth": 16,
        "max_stage_delay_ns": 0.49,
        "r2r_slack_ns": 1.42,
        "worstSetupPathType": "in -> reg",
        "endpoint_kind": "flop",
        "path_cells": "clkdlybuf4s50_1 > ha_1 > inv_1 > fa_1 > a211oi_1 > o21bai_1 > a21oi_1 > xnor2_1 > ha_1 > o21ai_1 > nor2_1 > and4bb_4 > nor2_2 > mux2_4 > a222oi_1 > mux2i_1",
        "crit_path_start_kind": "primary input",
        "crit_slowest_cell": "nor2_2",
        "cpMostUsedCell": "ha_1",
    },
    "floorplan": {
        "fp.dieH_microns": 84.7,
        "chipArea_sq_um": 7170,
        "fp_util_pct": 42.3,
        "die_w_microns": 84.7,
        "core_sq_um": 6460,
        "io_pins": 48,
        "std_cell_rows": 29,
    },
    "final_layout": {
        "final-seq-area_sq_um": 552,
        "layout_top_cell": "clkdlybuf4s50_1",
        "nFillCells": 623,
        "post-route-util_pct": 51.4,
        "logic_area_sq_um": 1980,
        "final_layout_top_logic_cells": "clkdlybuf4s50_1, inv_1, ha_1, nor2_1",
        "area_growth_pct": 21.5,
        "drive_gt1_share_pct": 7.78,
    },
    "detailed_routing": {
        "drt_iter0_drc": 67,
        "num_antenna_cells": 0,
        "viasPerCell": 5.41,
        "drcViolationCount": 0,
        "post_drt_wl_per_cell_microns": 14.3,
        "dr.pass1.iters": 10,
        "antenna_left": 0,
        "wirelength_microns": 6260,
        "vias": 2362,
    },
    "placed_design": {
        "port_buffers": 46,
        "gp_congestion": 0.861,
        "pre_cts_slack_ns": 0.447,
        "dp_hpwl_microns": 5160,
    },
    "clock_tree": {
        "cts.path.max_buffers": 2,
        "cts_setup_buffers": 0,
        "cts_root_buffer": "clkbuf_8",
        "clock_sinks": 22,
        "cts_buffers": 3,
        "clkTransAtPathRegs_ns": 0.08,
        "ctsHoldBuffers": 0,
        "cts_max_level": 1,
        "clock.latency.late_pin_ns": 0.26,
        "cts_tree": "built",
        "post_cts_resized": 0,
    },
    "job": {
        "max_cap_violations": 0,
        "tool_warnings": 25,
    },
    "min_path": {
        "holdPathStages": 2,
        "holdCritPathClass": "reg -> reg",
        "hold_path_startpoint": "state_reg[3]$_DFF_PP0_",
        "min_to": "state_reg[2]$_DFF_PP0_",
    },
    "global_routing": {
        "grt_max_degree": 23,
        "globalRouteOverflowTotal": 0,
        "grt_pass1_vias": 2184,
        "grt_pass1_wl_microns": 10500,
        "grt_util_all_layers_pct": 18.7,
        "antenna_found_initial": 0,
    },
}
-- power groups by stage --
stage	Sequential [mW]	Clock, mW	Combinational, mW
after CTS	0.285	0.106	1.21
after global routing	0.292	0.113	1.35
final	0.282	0.102	1.21
-- critical path, delay by kind of cell --
kind / cells / cell delay, ns
compound gates: 5 / 0.89
xor+xnor: 1 / 0.12
fa+ha+maj: 3 / 0.88
buf+inv: 2 / 0.51
mux: 2 / 0.47
simple gates: 3 / 1.00
-- cell families after synthesis --
kind of cell / share of synthesized area (%)
and+or+nand+nor: 14.0
buffers and inverters: 7.41
DFF: 20.2
other: 0.137
muxes: 6.36
adders and majority gates: 19.6
xor gates and xnor gates: 7.36
AOI/OAI and AO/OA: 25.0
-- metrics by stage --
| stage | instances | cell area, sq um | hold slack [ns] |
|---|---|---|---|
| detailed placement | 433 | 3280 | 0.492 |
| finish | 437 | 3320 | 0.501 |
| global route | 437 | 3320 | 0.533 |
| global placement | 433 | 3280 | 0.488 |
| CTS | 437 | 3320 | 0.503 |
| floorplan | 314 | 2740 | 0.458 |
-- area by class of cell --
type | count | share of cell area (%)
Clock buffer | 4 | 1.36
Inverter | 44 | 4.97
Multi-Input combinational cell | 241 | 59.6
Sequential cell | 22 | 16.6
Tap cell | 77 | 2.90
Timing Repair Buffer | 49 | 14.5
-- worst max-delay path by stage --
stage	from	to	slack, ns	depth (start not counted)
4_1_cts	decay_step_value[0]	amplitude_counter_reg[6]$_DFFE_PP0P_	0.71	16
5_1_grt	decay_step_value[0]	amplitude_counter_reg[6]$_DFFE_PP0P_	0.35	16
6_report	decay_step_value[0]	amplitude_counter_reg[6]$_DFFE_PP0P_	0.67	16
-- synth_stat cells, types with 3 or more instances --
cell type / count / area share (%)
a21o_1: 13 / 3.6
nand2b_1: 4 / 0.91
mux2i_1: 5 / 1.8
o21ai_1: 4 / 0.73
o21ai_0: 8 / 1.5
a211oi_1: 6 / 1.6
xor2_1: 5 / 1.6
mux2_4: 6 / 3.3
a21oi_1: 21 / 3.8
nand3_1: 6 / 1.1
nor2_1: 22 / 3.0
xnor2_1: 18 / 5.8
clkbuf_1: 5 / 0.69
dfrtp_1: 21 / 19
ha_1: 38 / 17
a22oi_1: 6 / 1.6
fa_1: 3 / 2.2
nor2b_1: 4 / 0.91
inv_1: 44 / 6.0
nand4_1: 6 / 1.4
nand2_1: 14 / 1.9
-- per-layer routing --
layer | vias to the layer above | part of all wire, % | track usage, %
met5 | - | 0 | 0
met4 | 0 | 1.4 | 2.31
met3 | 6 | 3.8 | 1.79
met2 | 49 | 45 | 29.1
met1 | 1077 | 50 | 29.6
li1 | 1230 | - | -
Power and IR drop assume default switching activity.
