[/design/flow/config.mk]
export PLATFORM = sky130hd
export DESIGN_NAME = clkDivider
export DESIGN_NICKNAME = clkDivider
export VERILOG_FILES = /design/flow/design.v
export SDC_FILE = /design/flow/constraint.sdc
export NUM_CORES = 4
export LEC_CHECK = 1
export CORE_UTILIZATION = 30
[/design/flow/constraint.sdc]
current_design clkDivider

set clk_period 5.5
set clk_io_pct 0.2

create_clock -name clk0 -period $clk_period [get_ports {clk}]

set non_clock_inputs [all_inputs -no_clocks]
set_input_delay [expr $clk_period * $clk_io_pct] -clock clk0 $non_clock_inputs
set_output_delay [expr $clk_period * $clk_io_pct] -clock clk0 [all_outputs]
[/design/flow/design.v]
module Music (
    input wire clk,            
    input wire reset,          
    input wire start,          
    output wire [15:0] audio_out   
);
    wire [15:0] sine_out;           
    reg [1:0] current_wave;         
    reg [31:0] timer;               
    parameter FREQ1 = 440;          
    parameter FREQ2 = 880;          
    parameter FREQ3 = 1320;         
    parameter CLOCK_FREQ = 48000;   
    reg [31:0] phase_inc;
    always @(*) begin
        case (current_wave)
            2'd0: phase_inc = (FREQ1 * (1 << 24)) / CLOCK_FREQ;
            2'd1: phase_inc = (FREQ2 * (1 << 24)) / CLOCK_FREQ;
            2'd2: phase_inc = (FREQ3 * (1 << 24)) / CLOCK_FREQ;
            default: phase_inc = 0;
        endcase
    end
    always @(posedge clk or posedge reset) begin
        if (reset) begin
            timer <= 0;
            current_wave <= 0;   
        end else if (timer >= CLOCK_FREQ * 2) begin
            timer <= 0;   
            current_wave <= current_wave + 1;   
            if (current_wave == 2'd2) begin
                current_wave <= 0;   
            end
        end else begin
            timer <= timer + 1;
        end
    end
    sine_gen sine_gen (
        .clk(clk),
        .reset(reset),
        .phase_inc(phase_inc),
        .sine_out(sine_out)
    );
    assign audio_out = sine_out;
endmodule
module sine_gen(
	input reset,
	output [7:0] dout,
	input clk);
	reg [7:0] out;
   reg [7:0] state;
	 always @ (posedge clk or posedge reset)
        begin
        if(reset) 
				state <= 8'b0;
		  else if (state == 8'b00011111) 
            state <= 8'b0;
        else
            state <= state + 1;
        end
    always @ (posedge clk)
        begin
            case(state)
                8'h00 : out = 8'h80;
                8'h01 : out = 8'h98;
                8'h02 : out = 8'hB0;
                8'h03 : out = 8'hC7;
                8'h04 : out = 8'hDA;
                8'h05 : out = 8'hEA;
                8'h06 : out = 8'hF6;
                8'h07 : out = 8'hFD;
                8'h08 : out = 8'hFF;
                8'h09 : out = 8'hFB;
                8'h0a : out = 8'hF6;
                8'h0b : out = 8'hEA;
                8'h0c : out = 8'hDA;
                8'h0d : out = 8'hC7;
                8'h0e : out = 8'hB0;
                8'h0f : out = 8'h98;
                8'h10 : out = 8'h80;
                8'h11 : out = 8'h67;
                8'h12 : out = 8'h4F;
                8'h13 : out = 8'h38;
                8'h14 : out = 8'h25;
                8'h15 : out = 8'h15;
                8'h16 : out = 8'h9;
                8'h17 : out = 8'h2;
                8'h18 : out = 8'h0;
                8'h19 : out = 8'h2;
                8'h1a : out = 8'h9;
                8'h1b : out = 8'h15;
                8'h1c : out = 8'h25;
                8'h1d : out = 8'h38;
                8'h1e : out = 8'h4F;
                8'h1f : out = 8'h67;
                default : out  = 8'h80;
            endcase
        end
    assign dout = out;
endmodule
module clkDivider(clk, reset, out, stop);
    input clk, reset, stop;
    output out;
reg [31:0] count = 32'b0;
reg outReg = 0;
always @(posedge clk)
    begin
        if(count == stop)
            begin
            count <= 32'b0;
            outReg <= ~outReg;
            end
        else
            count <= count + 1;
    end
assign out = outReg;
endmodule
[/design/flow/run.sh]
#!/bin/bash
# OpenROAD 26Q1-2900-gdf79404cd8, Yosys 0.63+post, stock flow scripts
make -C /OpenROAD-flow-scripts/flow DESIGN_CONFIG=/design/flow/config.mk WORK_HOME=/design/flow/orfs finish
==> impl_metrics.yaml <==
# yosys + openroad results
run_status:
  status: "complete, no violations"
global_routing:
  first_global_vias: 929
  grt_use_met1_pct: 17.0
  use_met2_pct: 15.9
  grt_overflow_total: 0
  grt_max_degree: 12
  grt_use_met3_pct: 2.80
  grt_antenna_before_repair: 0
  track_usage_pct: 10.9
  grt_pass1_wl_um: 4260
  busiest_layer: "met1"
worst_hold_path:
  hold_end: "count[31]"
  hold_start: "count[31]"
  hold_depth: 1
  hold_path.class: "reg2reg"
setup_path:
  startpoint_type: "input port"
  rr_worst_depth: 5
  cp_slowest_cell: "clkdlybuf4s50_1"
  r2r-end: "count[30]"
  path_class: "in2reg"
  reg2reg_setup_slack_ns: 3.54
  rr_startpoint: "count[0]"
  path_cells: "clkdlybuf4s50_1 -> xnor2_1 -> nand3_1 -> nor3_1"
  endpoint_kind: "flip-flop"
  cp_data_arrival_time_ns: 2.25
  required_ns: 5.42
  slowest_delay_ns: 0.47
  crit_path_max_fanout: 4
synthesis:
  topCellsByArea: "dfxtp_1, xnor2_1, nand4_1"
  synth.most_common_cell: "dfxtp_1"
  ys_cells: 135
  synth_area_per_cell_um2: 10.1
  yosys-stat-area_um2: 1370
  synth_cell_types: 21
  ff_type: "dfxtp_1"
  top_area_share_pct: 46.8
  synth-edff-count: 1
  ys_seq_share_pct: 49.0
  synthArstFlopShare_pct: 0
  ys.flops: 33
  synth.largest_area_cell: "dfxtp_1"
  top_cells_by_count: "dfxtp_1, xnor2_1, nand4_1, nand3_1, nor4_1"
  synth_area_um2: 1370
  yosysWarningCount: 1
  netlist_instances: 135
final_timing:
  setup_viol: 0
  layout_min_cycle_time_ns: 2.33
  drv_slew: 0
  maxSlewHeadroom_pct: 48.6
  finalCritPeriodShare_pct: 42.4
  worstMarginPinSlew_ns: 0.765
  worst_slack_ns: 3.17
  finalSetupTns_ns: 0
  finalClockSkew_ns: 0.00652
  rsz0062_at_grt: "no"
  hold_viol: 0
  fmax_mhz: 429
routing:
  post-route-drc-count: 0
  first_pass_iters: 5
  ant_nets: 0
  drtIter0Drc: 11
  num_vias: 1004
  viasPerCell: 5.15
  wire_per_inst_um: 12.5
  routed_wl_um: 2440
  antennaDiodeCount: 0
power_and_ir_drop:
  leakage_nw: 0.554
  irDropWorstVdd_uv: 124
  power_density_nw_per_um2: 266
job:
  warnings: 26
  maxCapViolCount: 0
clocking:
  cts_buffer_depth: 2
  cts_tree: "yes"
  post_cts_buffers: 0
  cts.clk_slew.worst_paths_ns: 0.06
  cts.sinks: 33
  root_buffer: "clkbuf_8"
  cts_hold_buf: 0
  cts.repair.resized: 0
  cts_buffers: 5
  htreeDepth: 2
  clkLatencyLatePin_ns: 0.28
placement:
  dp.cells: 188
  placed_cell_area_um2: 1450
  gp_congestion: 0.791
  hpwl_um: 1670
  dp_slack_ns: 2.89
  place.port_buffers: 2
floorplanning:
  core_um2: 4350
  fp_util_pct: 31.4
  die_h_um: 69.5
  die_x_um: 69.5
  io_pins: 4
  num_rows: 24
  dieArea_um2: 4830
layout:
  fin_cells: 195
  area_growth_pct: 11.6
  postLayoutCellArea_um2: 1530
  drive_above_1_share_pct: 6.99
  fillers: 406
## cell usage in the layout, fill, tap and decap left out
cell	instances
nor4_1	8
nand4_1	19
nor2_1	7
nor2b_1	1
and4_1	1
dfxtp_1	32
nor2_2	1
clkbuf_8	5
and3_2	1
xor2_1	5
ha_1	1
clkdlybuf4s50_1	2
nand4_4	1
clkinv_2	1
nor4_4	1
xnor2_1	26
edfxtp_1	1
nand2_1	4
nand3_1	10
and3_1	4
and2_1	2
nor3_1	5
clkbuf_1	1
inv_1	4
## worst max-delay path: cells and delay by family
kind | cells | cell delay (ns)
xor+xnor | 1 | 0.12
buf+inv | 1 | 0.47
simple gates | 2 | 0.56
## per-layer routing
layer / wire, um / up-vias / share of wire, %
li1: - / 505 / -
met1: 1290 / 476 / 53
met2: 1010 / 16 / 41
met3: 95 / 7 / 3.9
met4: 43 / 0 / 1.8
met5: 0 / - / 0
## per-stage QoR
| stage | power (W) | hold WS, ns | util, % |
|---|---|---|---|
| after detailed placement | 0.000246 | 0.456 | 33.3 |
| final | 0.000406 | 0.469 | 35.1 |
| after global placement | 0.000246 | 0.448 | 33.3 |
| after global routing | 0.000422 | 0.510 | 35.1 |
| after floorplan | 0.000246 | 0.435 | - |
| after CTS | 0.000410 | 0.467 | 35.1 |
## sequential cells by signal (all words and copies together), names as in the netlist
name    cells
outReg      1
count      32
## how the worst max path moves through the flow
stage / cells after the start / startpoint / endpoint
6_report: 4 / stop / outReg
5_1_grt: 4 / stop / outReg
4_1_cts: 4 / stop / outReg
## cell families after synthesis
logic type	Yosys count	share of synthesized area, %
buffers and inverters	5	1.37
DFF	33	49.0
adders and majority gates	1	0.915
xor gates and xnor gates	31	19.9
and+or+nand+nor	65	28.8
## power breakdown
| part | leakage, nW | internal [W] | switching, W |
|---|---|---|---|
| sequential | 0.271 | 0.000240 | 0 |
| combinational | 0.242 | 0.000000856 | 0.000000288 |
| clock | 0.0410 | 0.0000858 | 0.0000789 |
## layout make-up
| type | instances | area, um2 | area share [%] |
|---|---|---|---|
| Clock buffer | 6 | 72.6 | 4.75 |
| Clock inverter | 1 | 5.00 | 0.328 |
| Inverter | 4 | 15.0 | 0.984 |
| Timing Repair Buffer | 2 | 20.0 | 1.31 |
| Tap cell | 52 | 65.1 | 4.26 |
| Sequential cell | 33 | 671 | 43.9 |
| Multi-Input combinational cell | 97 | 678 | 44.4 |
No activity file was given, so power comes from the tool's default toggle rates.
